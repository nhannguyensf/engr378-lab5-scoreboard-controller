`design/flow/config.mk`:
```
export PLATFORM = sky130hd
export DESIGN_NAME = ScoreboardController
export DESIGN_NICKNAME = ScoreboardController
export VERILOG_FILES = /design/flow/design.v
export SDC_FILE = /design/flow/constraint.sdc
export NUM_CORES = 4
export LEC_CHECK = 1
export CORE_UTILIZATION = 30
```
`design/flow/constraint.sdc`:
```
current_design ScoreboardController

set clk_period 6.7
set clk_io_pct 0.2

create_clock -name clk0 -period $clk_period [get_ports {clk}]

set non_clock_inputs [all_inputs -no_clocks]
set_input_delay [expr $clk_period * $clk_io_pct] -clock clk0 $non_clock_inputs
set_output_delay [expr $clk_period * $clk_io_pct] -clock clk0 [all_outputs]
```
`design/flow/run.sh`:
```
#!/bin/bash
# OpenROAD 26Q1-2900-gdf79404cd8, Yosys 0.63+post, stock flow scripts
make -C /OpenROAD-flow-scripts/flow DESIGN_CONFIG=/design/flow/config.mk WORK_HOME=/design/flow/orfs finish
```
`design/flow/design.v`:
```
module DebounceOnePulse (
    input clk,          
    input btn_in,       
    output reg pulse    
);
    reg [2:0] sync;      
    reg debounced;       
    reg prev;            
    wire btn_active;     
    assign btn_active = ~btn_in;
    always @(posedge clk) begin
        sync <= {sync[1:0], btn_active};
        if (sync == 3'b111)
            debounced <= 1;    
        else if (sync == 3'b000)
            debounced <= 0;    
        pulse <= debounced & ~prev;
        prev <= debounced;
    end
endmodule
module ResetHold (
    input clk,                 
    input rst_button,          
    output reg reset_ready     
);
    reg [25:0] counter;        
    always @(posedge clk) begin
        if (~rst_button) begin
            if (counter < 26'd50_000_000)
                counter <= counter + 1;
        end else begin
            counter <= 0;
        end
        reset_ready <= (counter >= 26'd50_000_000);
    end
endmodule
module ScoreCounter (
    input clk,
    input rst_n,
    input inc1_pulse,
    input inc10_pulse,
    input reset_ready,
    output reg [3:0] tens,
    output reg [3:0] ones
);
    always @(posedge clk or negedge rst_n) begin
        if (!rst_n) begin
            tens <= 0;
            ones <= 0;
        end else if (reset_ready) begin
            tens <= 0;
            ones <= 0;
        end else if (inc10_pulse) begin
            if (tens < 9)
                tens <= tens + 1;
        end else if (inc1_pulse) begin
            if ((tens < 9) || (ones < 9)) begin
                if (ones < 9)
                    ones <= ones + 1;
                else begin
                    ones <= 0;
                    if (tens < 9)
                        tens <= tens + 1;
                end
            end
        end
    end
endmodule
module ScoreboardController (
    input clk,
    input rst_n,             
    input inc1_btn_n,        
    input inc10_btn_n,       
    input reset_btn_n,       
    output [6:0] hex0,       
    output [6:0] hex1        
);
    wire inc1_pulse, inc10_pulse;
    wire reset_debounced, reset_ready;
    wire [3:0] ones, tens;
    DebounceOnePulse inc1_debouncer (
        .clk(clk),
        .btn_in(inc1_btn_n),
        .pulse(inc1_pulse)
    );
    DebounceOnePulse inc10_debouncer (
        .clk(clk),
        .btn_in(inc10_btn_n),
        .pulse(inc10_pulse)
    );
    ResetHold holdlogic (
        .clk(clk),
        .rst_button(reset_btn_n),
        .reset_ready(reset_ready)
    );
    ScoreCounter counter (
        .clk(clk),
        .rst_n(rst_n),
        .inc1_pulse(inc1_pulse),
        .inc10_pulse(inc10_pulse),
        .reset_ready(reset_ready),
        .tens(tens),
        .ones(ones)
    );
    SevenSegmentDecoder ones_disp (
        .value(ones),
        .seg(hex0)
    );
    SevenSegmentDecoder tens_disp (
        .value(tens),
        .seg(hex1)
    );
endmodule
module SevenSegmentDecoder (
    input [3:0] value,      
    output reg [6:0] seg    
);
    always @(*) begin
        case (value)
            4'd0: seg = 7'b1000000;  
            4'd1: seg = 7'b1111001;  
            4'd2: seg = 7'b0100100;  
            4'd3: seg = 7'b0110000;  
            4'd4: seg = 7'b0011001;  
            4'd5: seg = 7'b0010010;  
            4'd6: seg = 7'b0000010;  
            4'd7: seg = 7'b1111000;  
            4'd8: seg = 7'b0000000;  
            4'd9: seg = 7'b0011000;  
            4'd15: seg = 7'b1111111;  
            default: seg = 7'b0000110;  
        endcase
    end
endmodule
```
==> out/qor.txt <==
status: finished, final reports clean
Area Growth Syn to Fin: 14.7%
drt drc: 0
largest net degree at the start of global routing: 37
HPWL after DPL: 3.02 mm
ys async rst share: 0.170
Via Count: 2027
clock latency on the worst-skew pair: 300 ps
GRT Overall Usage: 0.110
n_diodes: 0
wirelength, routed: 4.41 mm
yosys cell count: 292
Placer Congestion: 0.788
drt pass-1 iters: 4
Final Skew: 8.43 ps
logic area: 0.00137 sq mm
initial antenna violation count: 0
Port Buffers: 18
dpl cell area: 0.00276 sq mm
Pwr per Cell Area: 309 mW/mm^2
XORs/XNORs by Area: 0.00701
storage element area: 981 sq um
RSZ-0062 raised after global routing: no
Post-Syn Area: 0.00250 sq mm
Post-synth EDFFs: 0
number of gates resized after CTS: 0
htree depth: 2
ao+oa area frac: 0.196
CP max stage cell: clkdlybuf4s50_1
Initial DRC Count: 57
crit path cell chain: inv_1 -> ha_1 -> nand2b_1 -> nand3_1 -> o21ai_0 -> clkdlybuf4s50_1
CTS clk-pin slew, worst paths: 80 ps
Max-Cap Viols: 0
Synth Instances: 292
syn avg cell area: 8.55 sq um
crit-path leading delay family: buffers and inverters
final hold violation count: 0
top_reg_cell synth: dfxtp_1
worst-margin pin slew: 693 ps
FP Core Util: 0.317
Vias per Instance: 4.94
Logic family by area: simple AND/OR/NAND/NOR gates
I/O pin count: 19
worst-case clock buffer depth: 2
critical path endpoint category: output pin
site row count: 32
post-synthesis sequential area ratio: 0.393
worst vdd ir: 0.119 mV
Adder Area Share: 0.0701
Root Buffer: clkbuf_8
CTS Sinks: 47
grt ovf: 0
Ys Warns: 4
vias in the first global route: 1869
Seq cells post-synth: 47
yosys stat area: 0.00250 sq mm
Bufs and invs on worst path: 2
Distinct cells, synth: 47
Max stage delay on crit path: 470 ps
Max Slew Vio Count: 0
first-pass GRT wire length: 7.98 mm
fraction of layout cells with a size suffix above 1: 0.0584
routed len/inst: 10.8 um
Slew HR: 0.534
leak pwr: 1.07 nW
final worst-path cycle share: 0.484
Hold-fix buffers, CTS: 0
die area: 0.00869 sq mm
Achievable Freq: 308 MHz
critical path type: register to output pin
startpoint types: register
post-CTS setup buffers: 0
crit path DAT: 1900 ps
post-route ant nets: 0
Period minus WS final: 3240 ps
count of final setup violators: 0
Core Region: 0.00789 sq mm
fill cell count: 804
Num CTS Buffers: 5
die height: 93.2 um
Simple-Gate Area Share: 0.247
CP Max Fanout: 7
Worst Hold Class: register to register
Die Wd: 93.2 um
fin area: 0.00287 sq mm
post-route setup TNS: 0 ps
tool warnings: 35
CTS tree: built
area fraction in mux cells: 0.0291
Req. time, crit path: 5360 ps
[cell families (layout without fill, tap and decap cells)]
logic type,after synthesis,count (layout)
muxes,7,7
AOI/OAI and AO/OA,81,81
DFF,47,47
adders and majority gates,14,14
buffers and inverters,33,49
and+or+nand+nor,108,108
xor gates and xnor gates,2,2
[per-stage QoR]
step           power [mW]  cells  hold slack [ps]  setup WS (ps)  utilization
2_1_floorplan       0.535    292              331           4350            -
3_3_place_gp        0.696    403              337           3810        0.350
3_5_place_dp        0.695    403              343           3770        0.350
4_1_cts             0.899    410              358           3420        0.363
5_1_grt             0.968    410              365           3240        0.363
6_report            0.886    410              355           3460        0.363
[state kept, by name, indices dropped and copies added, names as in the netlist]
name / flops
counter.tens: 4
inc10_debouncer.pulse: 1
inc10_debouncer.sync: 3
inc1_debouncer.sync: 3
inc10_debouncer.prev: 1
holdlogic.counter: 26
inc1_debouncer.pulse: 1
holdlogic.reset_ready: 1
counter.ones: 4
inc1_debouncer.debounced: 1
inc1_debouncer.prev: 1
inc10_debouncer.debounced: 1
[cell type report]
class	instances	share of cell area
Inverter	22	0.0288
Multi-Input combinational cell	212	0.479
Clock buffer	5	0.0240
Sequential cell	47	0.342
Tap cell	102	0.0445
Timing Repair Buffer	20	0.0681
Clock inverter	2	0.0131
[metal layers]
metal,up-vias,part of all wire,GRT usage
met3,7,0.026,0.0149
li1,1090,-,-
met2,25,0.42,0.176
met1,905,0.54,0.166
met5,-,0,0
met4,0,0.012,0.0154
[where the power goes]
part / internal, mW / leakage (nW) / switching, mW
logic: 0.202 / 0.595 / 0.112
registers: 0.310 / 0.420 / 0.0595
clock network: 0.109 / 0.0502 / 0.0933
[cells in the final DEF (no fill, tap or decap), types with 2 or more instances in the layout]
cell and n:
a21o_1 3, nand2b_1 10, nor2_1 15, mux2_2 2, dfrtp_1 8, ha_1 14, mux2i_1 5, o21ai_1 2
and4_1 2, or2_2 2, nand3b_1 2, dfxtp_1 39, buf_4 2, clkdlybuf4s50_1 18, nor4_1 2, or3_1 5
inv_1 22, clkbuf_8 5, a41oi_1 2, a21oi_1 23, o31ai_1 12, o21ai_0 28, nand2_1 18, o211ai_1 2
or4_1 16, nand3_1 14, nand4_1 10, a22o_1 2, nor2b_1 6
[path summary, 6_finish.rpt]
check | from | endpoint | slack (ps) | depth (start not counted)
worst min register to register | inc1_debouncer.sync[0]$_DFF_P_ | inc1_debouncer.sync[1]$_DFF_P_ | 350 | 0
worst min-delay path | inc1_debouncer.sync[0]$_DFF_P_ | inc1_debouncer.sync[1]$_DFF_P_ | 350 | 0
max in group asynchronous | rst_n | counter.tens[2]$_DFFE_PN0P_ | 5110 | 1
worst max-delay path | counter.ones[1]$_DFFE_PN0P_ | hex0[3] | 3460 | 6
worst max register to register | holdlogic.counter[1]$_SDFFE_PP0N_ | holdlogic.counter[24]$_SDFFE_PP0N_ | 4190 | 6
min in group asynchronous | rst_n | counter.ones[3]$_DFFE_PN0P_ | 1320 | 1
[cells in the mapped netlist, types with 2 or more instances]
library cell	number	area, sq um
or2_2	2	12.5
and4_1	2	17.5
inv_1	22	82.6
o211ai_1	2	15.0
o21ai_1	2	10.0
mux2i_1	5	50.1
buf_2	2	10.0
or4_1	16	120
nand4_1	10	62.6
nor2_1	15	56.3
o31ai_1	12	90.1
or3_1	5	31.3
dfxtp_1	39	781
a21o_1	3	22.5
nor2b_1	6	37.5
clkbuf_1	5	18.8
ha_1	14	175
nor4_1	2	12.5
dfrtp_1	8	200
nand2_1	18	67.6
nand3_1	14	70.1
a41oi_1	2	17.5
nand3b_1	2	15.0
a22o_1	2	17.5
nand2b_1	10	62.6
o21ai_0	28	140
a21oi_1	23	115
mux2_2	2	22.5
Power figures rest on the tool's default switching activity, not on a simulated workload.
